## flow/run.sh

```bash
#!/bin/bash
# OpenROAD 26Q1-2900-gdf79404cd8, Yosys 0.63+post, stock flow scripts
make -C /OpenROAD-flow-scripts/flow DESIGN_CONFIG=/design/flow/config.mk WORK_HOME=/design/flow/orfs finish
```

## flow/config.mk

```make
export PLATFORM = sky130hd
export DESIGN_NAME = blinky
export DESIGN_NICKNAME = blinky
export VERILOG_FILES = /design/flow/design.v
export SDC_FILE = /design/flow/constraint.sdc
export NUM_CORES = 4
export LEC_CHECK = 1
export CORE_AREA = 10 10 101 101
export DIE_AREA = 0 0 111 111
```

## flow/constraint.sdc

```tcl
current_design blinky

set clk_period 4.4
set clk_io_pct 0.2

create_clock -name clk0 -period $clk_period [get_ports {i_clock}]

set non_clock_inputs [all_inputs -no_clocks]
set_input_delay [expr $clk_period * $clk_io_pct] -clock clk0 $non_clock_inputs
set_output_delay [expr $clk_period * $clk_io_pct] -clock clk0 [all_outputs]
```

## flow/design.v

```verilog
`default_nettype none  
parameter WIDTH=32;  
module blinky(i_clock, o_led);
    input wire i_clock;  
    output wire o_led;   
    reg[WIDTH-1:0] counter;  
    initial counter = 0;  
    assign o_led = counter[WIDTH-1];
    always@(posedge i_clock)
    begin
        counter <= counter +1;  
    end
endmodule
```

==> reports/qor.txt <==
Status = completed
Top logic cells by instance count in the layout = dfxtp_1, xor2_1, nand3_1, xnor2_1, nand2_1
Fin Setup TNS = 0 ns
Clk network pwr share = 48.2%
Clock transition at path regs = 0.06 ns
Share of the synthesized area in the top cell type = 48.6%
Cell count in the Yosys report = 127
Fillcell total = 865
Arrival @ worst endpoint = 1.10 ns
FF+latch count, synth = 32
Initial antenna violation count = 0
I/O pin cnt = 2
Hold buffers post-CTS = 0
Top cell excl fill/tap = dfxtp_1
Yosys warnings = 1
Finish-stage setup viols = 0
Net Switching = 0.102 mW
DRC = 0
Post-cts sizing count = 0
Post-DP HPWL = 1230 um
Hold crit path type = reg2reg
Fin crit period = 1.98 ns
Slowest-stage cell, CP = clkdlybuf4s50_1
Sw frac = 18.2%
Max cap viols = 0
Cell Count, Final, Fillers Out = 237
Routed Antenna Nets = 0
Min Hold Slack = 0.436 ns
Fin Clk Skew = 0.00518 ns
Clk ins delay skew pair = 0.28 ns
Synth-to-Final Area Change = 17.0%
Worst slew pin tran = 0.623 ns
Slew Limit Headroom = 58.3%
Setup bufs post-CTS = 0
Gpl congestion = 0.722
PortBufs = 1
Maximum fanout along the worst path = 2
Biggest regs = counter: 32 flops
Synthesized instance count = 127
VDD IR max = 0.154 mV
Mapped Avg Cell Area = 10.4 um^2
Internal = 0.457 mW
Post-Route WL = 1940 um
Number of hold violations in the final report = 0
Yosys Chip Area = 1320 um^2
CP delay by family, top = buffers and inverters
PwrDens = 363 nW/um^2
DRT iter0 DRCs = 26
Pleak = 0.609 nW
Vias per cell = 3.50
Gr usage total = 3.22%
Root Buffer = clkbuf_8
Fmax = 506 MHz
Die width = 111 um
Rows = 33
Largest cells by area after synthesis = dfxtp_1, xor2_1, xnor2_1
Cell area after layout = 1540 um^2
Core Util at FP = 16.2%
Mapped Area = 1320 um^2
Routed vias = 829
Remaining Overflow, GRT = 0
Placed Area = 1440 um^2
Period utilisation layout = 44.9%
Layout cells sized above 1 = 12.9%
Flop pwr share = 51.8%
Total design power = 0.559 mW
Cell taking the most area after synthesis = dfxtp_1
Worst EP required = 3.52 ns
Critical path class = reg2out
Synth Seq Share = 48.6%
Drt wl/cell = 8.18 um
Crit path cell chain = clkdlybuf4s50_1
Max reg flops = 32
Largest net degree at the start of global routing = 12
Core Box Area = 8130 um^2
Startpoint types = register
Share of total power in combinational logic = 0%
Die Y = 111 um
Detailed Routing Iterations Pass 1 = 4
Chip area = 12300 um^2
Largest Register = counter
Inst Count DP = 229
CTS tree = done
N_diodes = 0
CTS buffer count = 5
Clk buf depth = 2
Setup crit end kind = output port
Slew Viols, Final = 0
Tool warning count = 25
Vias in the first global route = 815
H-tree Lvls = 2
Global-route wire length before repair = 3580 um
RSZ-0062 raised after global routing = false
Clock Sinks = 32
CP max stage delay = 0.47 ns
Yosys cell types = 24
WP buf/inv = 1
==> metal layers <==
metal,vias to the layer above,part of all wire (%),track usage [%]
met5,-,0,0
met4,0,0,0.434
met3,0,4.1,1.20
met2,5,42,4.95
met1,384,54,4.29
li1,440,-,-
==> synth_stat cells <==
cell type / number
dfxtp_1: 32
nand4_1: 3
and4_1: 4
nand3_1: 10
and3_1: 2
nand2b_1: 1
nor4_1: 4
nor4_4: 1
ha_1: 1
buf_6: 1
buf_1: 1
nand3_2: 2
xor2_1: 20
or2_2: 1
xnor2_1: 10
or3_4: 1
buf_2: 2
nor3_1: 4
or3_1: 1
inv_1: 5
nor3b_1: 1
nor4_2: 5
nor2_1: 6
nand2_1: 9
==> final timing paths <==
kind,from,end,slack (ns),cells after the start
max,counter[31],o_led,2.42,1
max reg2reg,counter[0],counter[26],2.67,5
min reg2reg,counter[0],counter[0],0.44,1
min,counter[0],counter[0],0.44,1
==> through the flow <==
step,setup WS [ns],util (%)
detailed placement,2.68,17.6
finish,2.42,19.0
floorplan,2.83,-
global placement,2.69,17.6
global route,2.37,19.0
CTS,2.40,19.0
==> layout make-up <==
class                      instances  area [um^2]  share of cell area [%]
clock inverter                     2         35.0                    2.27
clock buffer                       6         72.6                    4.70
tap                              105          131                    8.52
multi-input combinational         86          634                    41.1
timing repair buffer               1         10.0                   0.649
inverter                           5         18.8                    1.22
sequential                        32          641                    41.5
==> kinds of logic (layout without fill, tap and decap cells) <==
family,count (synthesis),after routing,share of synthesized area [%]
AND/OR/NAND/NOR,55,55,27.2
buffers and inverters,9,14,3.32
adder cells (fa/ha/maj),1,1,0.949
flip-flops,32,32,48.6
XOR/XNOR,30,30,19.9
==> power by group through the flow <==
stage                 clock network, mW    logic, mW  registers, mW
final                             0.270  0.000000296          0.290
after CTS                         0.279  0.000000296          0.290
after global routing              0.290  0.000000296          0.289
Power is estimated from default activity; no workload was simulated.
