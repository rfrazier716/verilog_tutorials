--- /design/flow/config.mk ---
export PLATFORM = sky130hd
export DESIGN_NAME = ledWalker
export DESIGN_NICKNAME = ledWalker
export VERILOG_FILES = /design/flow/design.v
export SDC_FILE = /design/flow/constraint.sdc
export NUM_CORES = 4
export LEC_CHECK = 1
export CORE_AREA = 10 10 70 70
export DIE_AREA = 0 0 80 80
--- /design/flow/constraint.sdc ---
current_design ledWalker

set clk_period 2.3
set clk_io_pct 0.2

create_clock -name clk0 -period $clk_period [get_ports {i_clk}]

set non_clock_inputs [all_inputs -no_clocks]
set_input_delay [expr $clk_period * $clk_io_pct] -clock clk0 $non_clock_inputs
set_output_delay [expr $clk_period * $clk_io_pct] -clock clk0 [all_outputs]
--- /design/flow/design.v ---
`default_nettype none  
parameter WIDTH=3;
module ledWalker(i_clk, o_led);
    input wire i_clk;  
    output reg[7:0] o_led;  
    reg[2:0] state;  
    reg[2:0] next_state;  
    reg[WIDTH-1:0] counter;  
    reg transition;  
    reg direction;  
    initial {state, counter, transition}=0; 
    initial direction=1'b1;  
    initial o_led = 'b1;  
    always@(posedge i_clk)
        begin
            {transition, counter}<=counter+1'b1;
            if( state == 0 )
                direction <= 'b1;
            else if(state == 3'h7)
                direction <= 'b0;
        end
    always@(posedge i_clk)
            if(transition)  
              state <= next_state;  
    always@(*)
        begin
            next_state = state + 1;
            if(!direction)
                next_state = state - 1;
            case (state)
                3'h0: o_led = 'h01;  
                3'h1: o_led = 'h02;
                3'h2: o_led = 'h04;
                3'h3: o_led = 'h08;
                3'h4: o_led = 'h10;
                3'h5: o_led = 'h20;
                3'h6: o_led = 'h40;
                3'h7: o_led = 'h80;  
            endcase
        end
endmodule
--- /design/flow/run.sh ---
#!/bin/bash
# OpenROAD 26Q1-2900-gdf79404cd8, Yosys 0.63+post, stock flow scripts
make -C /OpenROAD-flow-scripts/flow DESIGN_CONFIG=/design/flow/config.mk WORK_HOME=/design/flow/orfs finish
==> impl_summary.log <==
[metrics] run summary
INFO  metric initialDrtViolationCount = 15
INFO  metric portBuffers = 8
INFO  metric post-synth-top-area-fraction = a little over a quarter
INFO  metric critical_path.cell_chain = nor2_1 > and2_1 > clkdlybuf4s50_1
INFO  metric ys_cells = 31
INFO  metric finalWeightedCongestion = 0.693
INFO  metric wirelength_met1 = between 200 and 300 um
INFO  metric drive_gt1_share = 17.1%
INFO  metric met2RoutedLength = 219 um
INFO  metric core_area = 3420 um2
INFO  metric syn_inst = 31
INFO  metric setup.worst_path.end = o_led[4]
INFO  metric seqCellArea = 190 um2
INFO  metric layout.filler_cells = roughly 390
INFO  metric detailed_route_wire_length = approximately 600 um
INFO  metric chip_area = around 6400 um2
INFO  metric setup_tns = 0 ps
INFO  metric antenna_found_initial = 0
INFO  metric total_placed_cells_including_tap_cells = around 83
INFO  metric grt_use_total = 1.91%
INFO  metric worst_ep_arrival_time = 1560 ps
INFO  metric cts.hold.buffers_added = 0
INFO  metric cts_post_setup_buffers_inserted = 0
INFO  metric status = completed
INFO  metric clock_insertion_delay_worst_skew = roughly 250 ps
INFO  metric cts.sinks = 8
INFO  metric yosys-top-cells-area = dfxtp_1, edfxtp_1, buf_6, fa_1, xnor2_2
INFO  metric yosys.stat.chipArea = 373 um2
INFO  metric dp_hpwl = approximately 470 um
INFO  metric wire_length_of_the_first_global_routing_pass = between 900 and 1000 um
INFO  metric areaGrowthSynthToFinish = 37.9%
INFO  metric synth-seq-cells = 8
INFO  metric first_global_vias = 226
INFO  metric yosys.stat.seqShare = about half
INFO  metric grt_max_degree = 11
INFO  metric ys.warnings.count = 1
INFO  metric cts-root-to-sink-buffers = 2
INFO  metric htreeDepth = 1
INFO  metric clk_transition_reported_paths = about 50 ps
INFO  metric ir_drop = 0.158 mV
INFO  metric cts_made_buffers = 3
INFO  metric grt_overflow_total = 0
INFO  metric finalHoldViolations = 0
INFO  metric route.detailed.wl_per_inst = 6.86 um
INFO  metric worst_clock_skew = between 6 and 7 ps
INFO  metric path_class = reg2out
INFO  metric crit_buf_inv = 1
INFO  metric num_rows = 21
INFO  metric routed-via-count = 238
INFO  metric post_synth_num_cell_types = 19
INFO  metric drt_first_pass_iters = 5
INFO  metric placement.cell_area = about 500 um2
INFO  metric post_cts.resized_instances = 0
INFO  metric height_of_the_die = 80 um
INFO  metric route.met3.wl = roughly 110 um
INFO  metric achievable-frequency = 495 MHz
INFO  metric comb_area = 149 um2
INFO  metric dieWidth = 80 um
INFO  metric io_pins = 9
INFO  metric worstSetupEndpointType = output pin
INFO  metric launch_point_of_the_worst_path = state[1]$_DFFE_PP_
INFO  metric clk_tree_root_cell = clkbuf_4
INFO  metric openroad.warnings = 25
INFO  metric critPathMaxFanout = 10
INFO  metric finalSetupViolCount = 0
INFO  metric min_period_over_period = roughly 90%
INFO  metric timing.slew.headroom = just under 80%
INFO  metric worst_path_largest_cell_delay = around 520 ps
INFO  metric tritoncts = done
INFO  metric timing.hold.worst.class = reg2reg
INFO  metric yosysTopAreaCell = dfxtp_1
INFO  metric slew_viol_final = 0
INFO  metric grt_setup_unrepaired = false
INFO  metric syn_area = ~370 um2
INFO  metric power_density = around 500 nW/um2
INFO  metric crit_cells = 3
INFO  metric critical_path.reg2reg.endpoint = state[2]$_DFFE_PP_
INFO  metric via_per_inst = around 2.7
INFO  metric top_layer = met3
INFO  metric finalWorstPathRequiredPeriod = roughly 2000 ps
INFO  metric antenna_left = 0
INFO  metric ff2ff_setup_slack = about 750 ps
INFO  metric diodes_inserted = 0
INFO  metric crit_path_start_kind = register
INFO  metric remaining_drc_errors = 0
INFO  metric timing_worst_slew_pin_value = roughly 330 ps
INFO  metric avgSynthCellArea = 12.0 um2
INFO  metric timing.critical_path.max_delay_family = flip-flops
INFO  metric leakage = approximately 0.19 nW
INFO  metric final_area = ~510 um2
INFO  metric critPathRequiredTime = ~1800 ps
INFO  metric reg2reg_from = state[0]$_DFFE_PP_
INFO  metric r2r_depth = 3
INFO  metric instances_no_fill = approximately 87
INFO  metric initCoreUtil = a little over a tenth
INFO  metric worst_path_max_delay_cell = edfxtp_1
INFO  metric max-cap-violations = 0
[worst min path at each step]
stage | startpoint | endpoint | slack [ps] | depth (start not counted)
CTS | counter[0]$_DFF_P_ | counter[0]$_DFF_P_ | 390 | 1
global route | counter[0]$_DFF_P_ | counter[0]$_DFF_P_ | 410 | 1
finish | counter[0]$_DFF_P_ | counter[0]$_DFF_P_ | 390 | 1
[final cells by class]
cell class | instances | area share [%]
flip-flops and latches | 8 | 37.0
multi-input cells | 18 | 29.0
repair buffers | 8 | 15.6
well taps | 46 | 11.2
inverters | 3 | 2.19
clock buffers | 4 | 5.11
[cell families (layout without fill, tap and decap cells)]
family | count (synthesis) | count (layout) | share of synthesized area, %
AND/OR/NAND/NOR | 11 | 11 | 17.1
XOR/XNOR | 3 | 3 | 9.06
adder cells (fa/ha/maj) | 2 | 2 | 8.72
AND-OR/OR-AND | 2 | 2 | 5.03
flip-flops | 8 | 8 | 51.0
buffers and inverters | 5 | 15 | 9.06
[cells in the mapped netlist]
master / n
dfxtp_1: 5
edfxtp_1: 3
and3_2: 2
buf_6: 2
inv_1: 2
nor2_1: 2
nor3_1: 2
nor3b_1: 2
a21bo_1: 1
a2bb2oi_1: 1
and2_1: 1
and3_1: 1
fa_1: 1
ha_1: 1
inv_2: 1
nand2_1: 1
xnor2_1: 1
xnor2_2: 1
xor2_1: 1
[sequential cells by signal, indices dropped and copies added, names as in the netlist]
signal      flops
counter         3
direction       1
state           3
transition      1
[report_power, final]
group	switching [mW]	leakage, nW	internal [mW]	total, mW
Sequential	0	0.0752	0.146	0.146
Clock	0.0446	0.0150	0.0661	0.111
Combinational	0	0.0975	0	0.0000000975
[per-layer routing]
layer / global-route usage [%] / vias to the layer above
li1: - / 123
met1: 1.83 / 106
met2: 2.33 / 9
met3: 2.73 / 0
met4: 0.352 / 0
met5: 0 / -
[stage by stage]
step	hold slack [ps]	power, mW	setup slack, ps	util (%)
finish	389	0.257	279	15.1
global route	412	0.273	148	15.1
CTS	394	0.265	241	15.1
detailed placement	382	0.149	526	14.3
global placement	379	0.149	541	14.3
floorplan	366	0.149	822	-
[worst register-to-register path: cells and delay by family (launching register included)]
| family | cells | cell delay, ps |
|---|---|---|
| xor+xnor | 2 | 290 |
| flops | 1 | 510 |
| fa+ha+maj | 1 | 500 |
[cells in the final DEF, fill, tap and decap left out]
cell             count
nor2_1               2
inv_1                2
xnor2_1              1
nand2_1              1
a2bb2oi_1            1
clkbuf_4             3
xnor2_2              1
nor3_1               2
dfxtp_1              5
xor2_1               1
fa_1                 1
nor3b_1              2
and3_2               2
clkbuf_1             1
and3_1               1
inv_2                1
ha_1                 1
a21bo_1              1
edfxtp_1             3
and2_1               1
clkdlybuf4s50_1      8
No activity file was given, so power comes from the tool's default toggle rates.
